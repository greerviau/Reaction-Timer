## flow/design.v

```verilog
module Counting
(
	input wire clk, enable,
	input wire [13:0] limit,
	output reg done,
	output reg [13:0] outputNum
);
always @(posedge clk) begin
	if (enable) begin
		if(outputNum < limit)
			outputNum <= outputNum + 1'b1;
		else
			done <= 1;
	end
	else begin
		outputNum <= 0;
		done <= 0;
	end
end
endmodule
```

## flow/config.mk

```make
export PLATFORM = sky130hd
export DESIGN_NAME = Counting
export DESIGN_NICKNAME = Counting
export VERILOG_FILES = /design/flow/design.v
export SDC_FILE = /design/flow/constraint.sdc
export NUM_CORES = 4
export LEC_CHECK = 1
export CORE_AREA = 10 10 86 86
export DIE_AREA = 0 0 96 96
```

## flow/constraint.sdc

```tcl
current_design Counting

set clk_period 6.0
set clk_io_pct 0.2

create_clock -name clk0 -period $clk_period [get_ports {clk}]

set non_clock_inputs [all_inputs -no_clocks]
set_input_delay [expr $clk_period * $clk_io_pct] -clock clk0 $non_clock_inputs
set_output_delay [expr $clk_period * $clk_io_pct] -clock clk0 [all_outputs]
```

## flow/run.sh

```bash
#!/bin/bash
# OpenROAD 26Q1-2900-gdf79404cd8, Yosys 0.63+post, stock flow scripts
make -C /OpenROAD-flow-scripts/flow DESIGN_CONFIG=/design/flow/config.mk WORK_HOME=/design/flow/orfs finish
```

==> results.json <==
{
  "cp-end-kind": "flop",
  "rsz0062_at_grt": "false",
  "holdBufCountCts": 0,
  "relSlewSlack_pct": 54.25,
  "yosys_warnings": 1,
  "grt_overflow": 0,
  "cts-resized-gates": 0,
  "hp-class": "flop to flop",
  "initCoreUtil_pct": 19.72,
  "drt-total-wl_um": 2560,
  "clk_latency_ps": 250,
  "cp_top_family": "AND-OR/OR-AND gates",
  "crit_fanout": 10,
  "dieArea_um2": 9216,
  "die_w_um": 96,
  "skew_ps": 4.125,
  "holdPathStages": 2,
  "placed_area_um2": 1475,
  "clk_pin_slew_ps": 60,
  "htreeDepth": 1,
  "cp_num_buf_inv": 2,
  "grt_pass1_wl_um": 4478,
  "fmax_mhz": 323.9,
  "worst_slack_ps": 2913,
  "synthFlopType": "dfxtp_1",
  "vdd_ir_drop_max_uv": 92.15,
  "fin_tns_setup_ps": 0,
  "r2r-start": "outputNum[5]$_SDFFE_PN0N_",
  "cts_buffers": 3,
  "fin_crit_sh_pct": 51.46,
  "drtIter0Drc": 39,
  "first_global_vias": 870,
  "slew_violations": 0,
  "seq_area_um2": 300.3,
  "routedWlPerCell_um": 11.13,
  "maxCapViolCount": 0,
  "n_fill_cell": 601,
  "grt_max_degree": 23,
  "ys_seq_share_pct": 27.49,
  "power.leakage_nw": 0.7029,
  "port_buffers": 30,
  "cp.depth": 9,
  "fin_crit_ps": 3087,
  "finalSetupViolCount": 0,
  "hold_viol_final": 0,
  "synthDistinctLibCells": 29,
  "worstSetupPathType": "input port to flop",
  "netlist_area_um2": 1092,
  "grt_antenna_before_repair": 0,
  "rrSetupSlack_ps": 3900,
  "stdcell_area_um2": 1520,
  "post-place-ws_ps": 2639,
  "reg2reg_to": "outputNum[3]$_SDFFE_PN0N_",
  "via_count": 947,
  "tightest_slew_ps": 684.1,
  "synthArstFlopShare_pct": 0,
  "warnings": 25,
  "via_per_inst": 4.117,
  "edf_count": 0,
  "insertedDiodeCount": 0,
  "cp_slowest_cell": "clkdlybuf4s50_1",
  "drive_gt1_share_pct": 6.962,
  "p_total_mw": 0.2164,
  "dp_hpwl_um": 2059,
  "place_congestion": 0.7996,
  "clock_sinks": 15,
  "drt-pass1-iter-count": 4,
  "track_usage_pct": 5.973,
  "rows": 27,
  "coreArea_um2": 5540,
  "yosys_cells": 126,
  "ys_ff": 15,
  "worst_hold_path.endpoint": "done$_SDFFE_PN0P_",
  "power_density_nw_per_um2": 142.3,
  "status": "completed",
  "ant_nets": 0,
  "cts_buffer_depth": 2,
  "avgSynthCellArea_um2": 8.669,
  "required_ps": 6130,
  "cp-start-kind": "input port",
  "cts_setup_buffers": 0,
  "clockRootBuffer": "clkbuf_8",
  "syn2layout_area_growth_pct": 39.18,
  "synth_cells": 126,
  "die_height_um": 96,
  "pin_count": 31,
  "cts_tree": "built",
  "synth-area-yosys_um2": 1092,
  "worstPathCellList": "clkdlybuf4s50_1 > inv_1 > ha_1 > a211o_1 > a21oi_2 > o211ai_4 > a21oi_4 > nand4_1 > mux2i_1",
  "critPathArrivalTime_ps": 3220,
  "min_from": "done$_SDFFE_PN0P_",
  "drcViolationCount": 0,
  "max_stage_delay_ps": 450,
  "r2r_cells": 7,
  "logic_area_um2": 728.2
}
==> stage by stage <==
| stage | utilization, % | hold slack, ps | instances |
|---|---|---|---|
| 4_1_cts | 27.44 | 475.6 | 230 |
| 5_1_grt | 27.44 | 506.4 | 230 |
| 6_report | 27.44 | 467.7 | 230 |
| 2_1_floorplan | - | 420.3 | 126 |
| 3_5_place_dp | 26.63 | 467.2 | 226 |
| 3_3_place_gp | 26.63 | 458.5 | 226 |
==> power breakdown <==
group	internal, mW	switching [mW]
Clock	0.0470	0.0350
Sequential	0.101	0.00295
Combinational	0.0179	0.0122
Total	0.166	0.0501
==> how the worst max path moves through the flow <==
stage,start,endpoint,slack [ps]
final,limit[5],outputNum[3]$_SDFFE_PN0N_,2910
after global routing,limit[12],outputNum[6]$_SDFFE_PN0N_,2710
after CTS,limit[5],outputNum[3]$_SDFFE_PN0N_,2900
==> cells by family (layout without fill, tap and decap cells) <==
| group | Yosys count | in the layout | synth area share [%] |
|---|---|---|---|
| buf+inv | 17 | 49 | 5.842 |
| simple gates | 47 | 47 | 23.37 |
| compound gates | 20 | 20 | 16.15 |
| fa+ha+maj | 14 | 14 | 16.04 |
| flops | 15 | 15 | 27.49 |
| mux | 6 | 6 | 5.499 |
| xor+xnor | 7 | 7 | 5.613 |
==> metal layers <==
layer,vias to the layer above,share of wire (%),GRT usage (%)
met5,-,0,0
met3,2,12,2.673
li1,503,-,-
met2,28,37,8.352
met4,0,0.74,0.3686
met1,414,51,8.644
==> registers in the layout, summed over array words and instances (netlist names) <==
name       flops
done           1
outputNum     14
==> Yosys cell counts, types with 5 or more instances <==
| cell type | count | area [µm²] |
|---|---|---|
| nand2b_1 | 7 | 43.79 |
| xor2_1 | 6 | 52.55 |
| mux2i_1 | 6 | 60.06 |
| dfxtp_1 | 15 | 300.3 |
| nand3_1 | 5 | 25.02 |
| nand4_1 | 8 | 50.05 |
| a211oi_1 | 5 | 37.54 |
| ha_1 | 14 | 175.2 |
| nand2_1 | 13 | 48.80 |
| inv_1 | 15 | 56.30 |
| and2_1 | 6 | 37.54 |
==> worst min-delay path, delay by kind of cell, from the launching register on <==
family / cells / cell delay [ps]
AOI/OAI and AO/OA: 1 / 60
DFF: 1 / 310
buffers and inverters: 1 / 40
==> layout by cell type, fill, tap and decap left out, types with 5 or more instances in the layout <==
cell type         n
a211oi_1          5
and2_1            6
clkdlybuf4s50_1  30
dfxtp_1          15
ha_1             14
inv_1            15
mux2i_1           6
nand2_1          13
nand2b_1          7
nand3_1           5
nand4_1           8
xor2_1            6
==> final cells by class <==
class	count	area share [%]
Inverter	15	3.704
Tap cell	72	5.926
Timing Repair Buffer	30	19.75
Sequential cell	15	19.75
Clock buffer	4	2.963
Multi-Input combinational cell	94	47.90
Power figures rest on the tool's default switching activity, not on a simulated workload.
