### design/flow/design.v
module SlowClock(
	input wire clk, reset, 
	output reg clk_1Hz
);
reg [27:0] counter;
always@(posedge reset or posedge clk)
begin
    if (reset == 1'b1)
        begin
            clk_1Hz <= 0;
            counter <= 0;
        end
    else
        begin
            counter <= counter + 1;
            if ( counter == 50_000)
                begin
                    counter <= 0;
                    clk_1Hz <= ~clk_1Hz;
                end
        end
end
endmodule   
### design/flow/run.sh
#!/bin/bash
# OpenROAD 26Q1-2900-gdf79404cd8, Yosys 0.63+post, stock flow scripts
make -C /OpenROAD-flow-scripts/flow DESIGN_CONFIG=/design/flow/config.mk WORK_HOME=/design/flow/orfs finish
### design/flow/config.mk
export PLATFORM = sky130hd
export DESIGN_NAME = SlowClock
export DESIGN_NICKNAME = SlowClock
export VERILOG_FILES = /design/flow/design.v
export SDC_FILE = /design/flow/constraint.sdc
export NUM_CORES = 4
export LEC_CHECK = 1
export CORE_UTILIZATION = 30
### design/flow/constraint.sdc
current_design SlowClock

set clk_period 6.2
set clk_io_pct 0.2

create_clock -name clk0 -period $clk_period [get_ports {clk}]

set non_clock_inputs [all_inputs -no_clocks]
set_input_delay [expr $clk_period * $clk_io_pct] -clock clk0 $non_clock_inputs
set_output_delay [expr $clk_period * $clk_io_pct] -clock clk0 [all_outputs]
==> flow_metrics.env <==
# implementation run metrics
export IMPL_status="completed"
export IMPL_max_cap_viol_count=0
export IMPL_syn2layout_area_growth_pct=12.5
export IMPL_numPortBuffers=2
export IMPL_r2r_start="counter[16]"
export IMPL_fmax_mhz=430
export IMPL_crit_path_max_incr_delay_ns=0.46
export IMPL_vdd_drop_max_mv=0.135
export IMPL_ys_async_sr_fraction=1.00
export IMPL_p_leak_nw=0.705
export IMPL_crit_required_ns=4.96
export IMPL_drtIter0Drc=36
export IMPL_synthTopCellsByCount="dfrtp_1 (29), xnor2_1 (16), nand3_1 (15)"
export IMPL_dieHeight_um=72.2
export IMPL_crit_start="clk_1Hz"
export IMPL_core_area_sq_um=4720
export IMPL_tool_warnings=26
export IMPL_routed_wl_um=2520
export IMPL_ys_flops=29
export IMPL_root_buffer="clkbuf_8"
export IMPL_timing_final_hold_violations=0
export IMPL_n_antenna_cell=0
export IMPL_netlist_area_sq_um=1480
export IMPL_regArea_sq_um=726
export IMPL_holdCritPathClass="reg -> reg"
export IMPL_yosys_cells=139
export IMPL_start_kind="flop"
export IMPL_critPathSlowestCell="clkdlybuf4s50_1"
export IMPL_slew_violations=0
export IMPL_preCtsSetupSlack_ns=4.16
export IMPL_crit_path_cell_trace="clkdlybuf4s50_1"
export IMPL_cp_top_family="buffers and inverters"
export IMPL_layout_setup_ws_ns=3.87
export IMPL_clk_pin_slew_ns=0.05
export IMPL_core_util_floorplan=0.313
export IMPL_grt_pass1_wl_um=4500
export IMPL_worstSetupPathType="reg -> out"
export IMPL_r2r_cells=3
export IMPL_min_period_over_period=0.375
export IMPL_fillers=466
export IMPL_total_power_mw=0.343
export IMPL_num_vias=972
export IMPL_ys_warn_count=1
export IMPL_yosys_area_sq_um=1480
export IMPL_setup_violations=0
export IMPL_io_pins=3
export IMPL_cts_path_max_buffers=2
export IMPL_globalRoute_totalOverflow=0
export IMPL_clock_latency_ns=0.27
export IMPL_crit_arrival_ns=1.09
export IMPL_cts_setup_buffers=0
export IMPL_cp_buffers_inverters=1
export IMPL_dp_hpwl_um=1790
export IMPL_final_comb_area_sq_um=712
export IMPL_drc=0
export IMPL_most_common_cell="dfrtp_1"
export IMPL_layout_drive_gt1_share=0.122
export IMPL_hold_start="clk_1Hz"
export IMPL_syn_area_per_cell_sq_um=10.6
export IMPL_die_x_um=72.2
export IMPL_tightest_slew_ns=0.614
export IMPL_top_cells_by_area="dfrtp_1 (49%), xnor2_1 (9.5%), xor2_1 (6.5%), nand3_1 (5.1%), nand4_1 (3.4%)"
export IMPL_via_per_inst=4.54
export IMPL_p_per_area_nw_per_um2=207
export IMPL_clkSinkCount=29
export IMPL_holdBufCountCts=0
export IMPL_maxSlewHeadroom=0.587
export IMPL_grt_start_max_net_pins=30
export IMPL_path_max_fanout=2
export IMPL_place_congestion=0.844
export IMPL_setup_tns_ns=0
export IMPL_yosysUniqueCellTypes=22
export IMPL_ff_type="dfrtp_1"
export IMPL_r2r_end="counter[1]"
export IMPL_die_area_sq_um=5210
export IMPL_drt_first_pass_iters=5
export IMPL_synthCells=139
export IMPL_hold_depth=1
export IMPL_grt_setup_unrepaired="false"
export IMPL_ys_seq_share=0.492
export IMPL_ctsResizeCount=0
export IMPL_rows=25
export IMPL_edf_count=0
export IMPL_top_area_frac=0.492
export IMPL_path_depth=1
export IMPL_crit_path_end_kind="output port"
export IMPL_final_antenna_net_count=0
export IMPL_clock_skew_ns=0.00206
export IMPL_wl_per_cell_um=11.8
export IMPL_htreeDepth=2
export IMPL_top_area_cell="dfrtp_1"
export IMPL_cts_made_buffers=5
export IMPL_antenna_found_initial=0
export IMPL_track_usage=0.110
export IMPL_reg2reg_setup_slack_ns=4.27
export IMPL_grt_pass1_vias=963
export IMPL_cts_tree="done"
export IMPL_hold_end="clk_1Hz"
export IMPL_finalCriticalPeriod_ns=2.33
-- worst max path at each step --
stage	endpoint	slack (ns)
after CTS	clk_1Hz	3.86
after global routing	clk_1Hz	3.83
final	clk_1Hz	3.87
-- flip-flops by register name, summed over array words and instances, names as in the netlist --
register  count
clk_1Hz       1
counter      28
-- metrics by stage --
stage / hold WS [ns] / std cells / cell area [sq um] / util
after floorplan: 0.420 / 139 / 1480 / -
after global placement: 0.452 / 207 / 1580 / 0.334
after detailed placement: 0.463 / 207 / 1580 / 0.334
after CTS: 0.474 / 214 / 1660 / 0.352
after global routing: 0.491 / 214 / 1660 / 0.352
final: 0.466 / 214 / 1660 / 0.352
-- power by group --
part / internal, mW / switching, mW / total [mW]
registers: 0.189 / 0 / 0.189
logic: 0.00101 / 0.00356 / 0.00457
clock network: 0.0876 / 0.0617 / 0.149
-- routing by layer --
metal | vias to the layer above | GRT usage | part of all wire
li1 | 496 | - | -
met1 | 454 | 0.183 | 0.53
met2 | 14 | 0.153 | 0.41
met3 | 8 | 0.0239 | 0.031
met4 | 0 | 0.0218 | 0.025
met5 | - | 0 | 0
-- logic make-up (layout without fill, tap and decap cells) --
family / Yosys count / after routing / share of synthesized area
XOR/XNOR: 27 / 27 / 0.160
adder cells (fa/ha/maj): 2 / 2 / 0.0169
buffers and inverters: 9 / 17 / 0.0263
flip-flops: 29 / 29 / 0.492
AND/OR/NAND/NOR: 72 / 72 / 0.305
-- cells in the final DEF (no fill, tap or decap) --
master and n:
nor3_1 6, buf_4 1, and2b_2 2, nand3_1 15, nor4_1 6, clkbuf_8 6, xor2_1 11, nand4_4 1
nand4_1 8, dfrtp_1 29, nor4b_1 1, clkdlybuf4s50_1 2, ha_1 2, inv_1 7, nor2b_1 1, or2_2 1
nand2_1 7, xnor2_1 16, or4_4 2, and3_1 5, nor3_2 3, nor4_4 2, nor2_1 12, clkbuf_1 1
-- cell type report --
class,instances,area share
flip-flops and latches,29,0.437
clock buffers,7,0.0520
multi-input cells,101,0.428
well taps,67,0.0505
inverters,7,0.0158
repair buffers,3,0.0166
No activity file was given, so power comes from the tool's default toggle rates.
