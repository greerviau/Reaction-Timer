**run.sh**
```bash
#!/bin/bash
# OpenROAD 26Q1-2900-gdf79404cd8, Yosys 0.63+post, stock flow scripts
make -C /OpenROAD-flow-scripts/flow DESIGN_CONFIG=/design/flow/config.mk WORK_HOME=/design/flow/orfs finish
```
**config.mk**
```make
export PLATFORM = sky130hd
export DESIGN_NAME = binaryToBCD
export DESIGN_NICKNAME = binaryToBCD
export VERILOG_FILES = /design/flow/design.v
export SDC_FILE = /design/flow/constraint.sdc
export NUM_CORES = 4
export LEC_CHECK = 1
export CORE_UTILIZATION = 50
```
**constraint.sdc**
```tcl
current_design binaryToBCD

set clk_period 24.4
set clk_io_pct 0.2

create_clock -name clk0 -period $clk_period [get_ports {clk}]

set non_clock_inputs [all_inputs -no_clocks]
set_input_delay [expr $clk_period * $clk_io_pct] -clock clk0 $non_clock_inputs
set_output_delay [expr $clk_period * $clk_io_pct] -clock clk0 [all_outputs]
```
**design.v**
```verilog
module binaryToBCD(
	input wire clk, start,
	input wire [19:0] bin,
	output wire[3:0] bcd3, bcd2, bcd1, bcd0
);
reg [4:0] i;
reg[15:0] bcd;
always @(posedge clk)
	begin
		bcd = 0;
		for(i = 0; i < 20; i = i+1)
			begin
				bcd = {bcd[14:0], bin[19-i]};
				if( i < 19 && bcd[3:0] > 4)
					bcd[3:0] = bcd[3:0] + 3;
				if(i < 19 && bcd[7:4] > 4)
					bcd[7:4] = bcd[7:4] + 3;
				if(i < 19 && bcd[11:8] > 4)
					bcd[11:8] = bcd[11:8] + 3;
				if(i < 19 && bcd[15:12] > 4)
					bcd[15:12] = bcd[15:12] + 3;
			end
	end
assign bcd0 = bcd[3:0];
assign bcd1 = bcd[7:4];
assign bcd2 = bcd[11:8];
assign bcd3 = bcd[15:12];
endmodule
```
==> notes.md <==
Results of the flow run.

The overall global routing resource usage stands at 26.03%. In this run the number of H-tree levels came out at 1. Cells fill approximately 54% of the core in the end. The flow ran to the end, and the final reports show no timing, DRC or antenna violations.

Per the log, the first TritonRoute iteration ended with a DRC count of between 900 and 1000. According to the Yosys statistics, the synthesized design has a chip area of 0.007292 sq mm.

In this design, the critical path's most frequently occurring cell is ha_1. The final setup violation count stands at 0. The synthesized design spends more area on one cell type than any other, namely a21oi_1. In this design, the largest share of critical-path delay is due to simple AND/OR/NAND/NOR gates.

The final timing report lists a max-slew violation count of 0. The worst hold slack after final layout stands at 5082 ps.

The number of antenna cells inserted stands at 0. The most common cell in the synthesized netlist is nand2_1. Yosys mapped a number of flops with a built-in enable equal to 0.

Per the synthesis report, the single largest cell type by area occupies under 10% of cell area. The number of buffers added on ports stands at 36. The pin closest to its max-slew limit shows a slew of 810.4 ps. Along the critical path, the tally of buffer and inverter instances is 3. The synthesis run shows the most used standard cells to be nand2_1, nor2_1, a21oi_1. In the placement report, post-DP HPWL is listed as 14410 microns. After detailed routing, the number of vias per cell comes to 6.788. The maximum frequency from static timing analysis stands at approximately 0.065 GHz. The count of cells resized by post-cts repair stands at 0. The number of antenna violations at the first check in global routing was 0. The required time of the critical path stands at 24540 ps. The detailed router put a total of around 10000 microns of wire on met1. The detailed router placed 8248 vias in this run. The post-detailed-route DRC marker count stands at 0. Sequential cells were found to cover 4.393% of the synthesized design area. The tree is rooted in a clkbuf_16. The count of clock tree sinks stands at 16. The initial standard-cell utilization of the core stands at 51.93%. Sorting the synthesized cells by area gives the leading types as a21oi_1, nand2_1, nor2_1. The I/O pin total stands at 38.

TritonCTS built the clock tree. The tool warning count stands at 35. After its last routability iteration, the placer logged a weighted congestion of 0.8889. The number of instances in the synthesized netlist stands at 1064. Entering global routing, the biggest net connects 25 pins. STA classifies the critical path startpoint as an input pin. The area growth from synthesis to layout stands at 4.513%. The area of the mapped netlist stands at ~0.0073 sq mm.

Setup repair after global routing left no endpoint under its margin. The area taken by sequential standard cells is reported as between 300 and 400 sq um. Of the available clock period, the critical path in the final layout requires 63.12%. The slowest stage of the critical path belongs to the cell a221oi_1.

The arrival time at the worst endpoint stands at between 15000 and 20000 ps. The netlist uses 119 different library cells. Once the clock tree was built, the setup fixing pass inserted 0 buffers. The cell count in the Yosys report stands at 1064.

The cts-stage hold buffer count stands at 0. The count of filler cells inserted in the layout stands at 1426. Per the OpenROAD floorplan log, the width of the die is 122.8 microns. The post-layout minimum cycle time stands at 15400 ps. The CTS buffer count stands at 3. Looking at the setup timing report, the critical path kind is input pin to flip-flop. The cell area after placement stands at about 0.0075 sq mm. The launch point of the worst min-delay path is recorded as bin[0].

The wire length on met3 stands at 1004 microns. In this run the top signal layer used is met4. According to the timing report, the critical path is launched from bin[17]. Headroom to the max-slew limit came out at 45.81%. The commonest register cell is dfxtp_1. Per the OpenROAD floorplan log, the area of the die is 0.01507 sq mm. The area of the placeable core stands at 0.01404 sq mm. The global-route wire length before repair stands at approximately 33000 microns.

The setup TNS after final layout stands at 0 ps. The register with the most flip-flops in the layout has 16 of them. The vertical die dimension reported for this design is ~120 microns.

The routed wire length stands at 19380 microns. The max-capacitance violation count stands at 0. For this sky-water flow run, the detailed-routed wirelength per cell is reported as 15.95 microns. The average instance in the mapped netlist occupies around 6.9 sq um.

The detailed-routed wire length on met2 stands at 8348 microns. Note that the worst hold path type here is input pin to flip-flop. The global route stage reports its total congestion overflow as 0. The final timing report lists a hold violation count of 0. The tally of nets with antenna violations remaining after routing stands at 0. Clock-pin slew was measured on the worst setup and hold paths at 50 ps.

The share of final-layout standard cells stronger than drive strength 1 stands at 9.469%. According to the floorplan log, the row count is 43. The share of synthesized registers carrying an async set or reset stands at 0%. CTS reports a maximum clock tree buffer depth of 2.

The worst setup path is captured at a flip-flop. The report shows a maximum critical-path fanout of 20. The total of warnings raised by yosys stands at 1. The first TritonRoute pass finished after 6 iterations. The critical path's largest stage delay stands at between 700 and 800 ps. The logic area stands at 0.006490 sq mm.

The number of global-route vias before repair stands at 6913. The total of flip-flops plus latches after synthesis stands at 16. The final standard cell area without fillers stands at ~0.0076 sq mm.
[area by class of cell]
class	count	share of cell area, %
inverters	28	1.379
repair buffers	42	5.319
clock buffers	3	0.9851
multi-input cells	946	85.16
flip-flops and latches	16	4.203
well taps	180	2.955
[cells by family after synthesis]
| logic type | synth area share, % |
|---|---|
| xor+xnor | 3.449 |
| buf+inv | 6.606 |
| fa+ha+maj | 4.221 |
| compound gates | 48.11 |
| mux | 5.319 |
| flops | 4.393 |
| simple gates | 27.90 |
[worst paths after layout]
| path | endpoint | slack [ps] | cells after the start |
|---|---|---|---|
| hold / removal | bcd[0] | 5080 | 1 |
| setup / recovery | bcd[12] | 9000 | 34 |
[layout by cell type, fill, tap and decap left out, types with 20 or more instances in the layout]
cell,instances
o211ai_1,25
nor2_1,87
clkdlybuf4s50_1,36
nor3_1,48
nand3_1,30
o21ai_0,60
a211oi_1,30
xnor2_1,23
mux2i_1,26
a21oi_1,79
nand2_1,95
a31oi_1,20
inv_1,25
[metal layers]
| metal | global-route usage (%) | up-vias |
|---|---|---|
| met4 | 1.448 | 0 |
| met3 | 2.135 | 14 |
| met5 | 0 | - |
| met1 | 42.13 | 3794 |
| met2 | 38.66 | 248 |
| li1 | - | 4192 |
[metrics by stage]
step / instances / setup slack, ps
final: 1215 / 8999
after global routing: 1215 / 7985
after CTS: 1215 / 9103
after detailed placement: 1212 / 8918
after global placement: 1212 / 8881
after floorplan: 1064 / 11530
